**run.sh**
```bash
#!/bin/bash
# OpenROAD 26Q1-2900-gdf79404cd8, Yosys 0.63+post, stock flow scripts
make -C /OpenROAD-flow-scripts/flow DESIGN_CONFIG=/design/flow/config.mk WORK_HOME=/design/flow/orfs finish
```
**config.mk**
```make
export PLATFORM = sky130hd
export DESIGN_NAME = dcc
export DESIGN_NICKNAME = dcc
export VERILOG_FILES = /design/flow/design.v
export SDC_FILE = /design/flow/constraint.sdc
export NUM_CORES = 4
export LEC_CHECK = 1
export CORE_AREA = 10 10 70 70
export DIE_AREA = 0 0 80 80
```
**constraint.sdc**
```tcl
current_design dcc

set clk_period 1.0
set clk_io_pct 0.2

create_clock -name clk0 -period $clk_period [get_ports {clk}]

set non_clock_inputs [all_inputs -no_clocks]
set_input_delay [expr $clk_period * $clk_io_pct] -clock clk0 $non_clock_inputs
set_output_delay [expr $clk_period * $clk_io_pct] -clock clk0 [all_outputs]
```
**design.v**
```verilog
module bit_encoder
  (
    input      clk,
    input      reset_n,
    input      next_bit_in,
    output     ack,
    output reg encoded_out
  );
  parameter idle        = 3'b000;
  parameter zero_low    = 3'b001;
  parameter zero_low_2  = 3'b010;
  parameter zero_high   = 3'b011;
  parameter zero_high_2 = 3'b100;
  parameter one_low     = 3'b101;
  parameter one_high    = 3'b110;
  reg       next_bit;
  reg [2:0] state;
  reg [7:0] prescaler;
  wire ser_clk;
  assign ser_clk = prescaler[2];
  always @ (posedge clk)
    begin
      prescaler <= prescaler + 1;
    end
  always @ (posedge ser_clk)
    begin
      if (reset_n == 1'b0)
        begin
          state <= zero_low;
          next_bit <= 1'b0;
          encoded_out <= 1'b0;
          ack <= 1'b0;
        end
      else
        case (state)
          zero_low:
            state <= zero_low_2;
          zero_low_2:
            begin
              encoded_out <= 1'b1;
              next_bit <= next_bit_in;
              ack <= 1'b1;
              state <= zero_high;
            end
          zero_high:
            begin
              ack <= 1'b0;
              state <= zero_high_2;
            end
          one_low:
            begin
              encoded_out <= 1'b1;
              ack <= 1'b1;
              next_bit <= next_bit_in;
              state <= one_high;
            end
          one_high, zero_high_2:
            begin
                if (next_bit == 1'b1)
                begin
                  encoded_out <= 1'b0;
                  state <= one_low;
                end
              else
                begin
                  encoded_out <= 1'b0;
                  state <= zero_low;
                end
              ack <= 1'b0;
            end
          default:
            begin
              encoded_out <= 1'b0;
              state <= zero_low;
            end
        endcase
    end
endmodule
module dcc
  (
    input             clk,
    input             reset_n,
    output reg [9:0]  cmd_index,
    input      [31:0] cmd_word,
    output reg        track_out
  );
  parameter idle         = 4'b0000;
  parameter preamble     = 4'b0010;
  parameter start_bit    = 4'b0100;
  parameter frame_byte   = 4'b0111;
  parameter error_detect = 4'b1111;
  parameter end_bit      = 4'b1110;
  parameter SHIFT_BITS   = 4'b0001;
  parameter empty       = 2'b00;
  parameter valid_byte  = 2'b01;
  parameter last_byte   = 2'b11;
  reg [3:0]  state;
  reg [6:0] shift_out;
  reg        next_bit;
  reg        ack_sync;
  reg [7:0]  bit_count;
  reg [7:0]  next_byte;
  reg [1:0]  next_byte_cmd;
  reg        is_last_byte;
  reg [1:0]  subword_idx;
  reg [7:0]  err_det_byte;   
  reg        back_to_start;
  wire ser_clk;
  wire ack;
  always @(posedge clk)
    begin
      if (reset_n == 1'b0)
        begin
          cmd_index <= 0;
          ack_sync <= 1'b0;
          next_byte <= 8'b0;
          next_byte_cmd <= empty;
          is_last_byte <= 1'b0;
          back_to_start <= 0;
        end
    end
  always @(posedge clk)
    begin
      ack_sync <= ack;
    end
  always @(posedge clk)
    begin
      if ((state & SHIFT_BITS) == 4'b0001)
        begin
        if (ack & !ack_sync)
          begin
            next_bit <= shift_out[6];
            shift_out[6:0] <= {shift_out[5:0], 1'b0};
            bit_count <= bit_count + 1'b1;
          end
        end
    end
 always @(posedge clk)
    begin
      if (reset_n == 1'b0)
        begin
          state <= idle;
          shift_out <= 7'h00;
          next_bit <= 1'b0;
          subword_idx <= 2'b00;
          err_det_byte <= 8'b0;
        end
      else
        begin
          case (state)
            idle:
              begin
                state <= preamble;
                bit_count <= 8'b0;
                next_bit <= 1'b1;
              end
            preamble:
                if (ack & !ack_sync)
                  begin
                    bit_count <= bit_count + 1;
                    if (bit_count == 8'd10)
                      begin
                        state <= start_bit;
                        next_bit <= 1'b0;
                        subword_idx <= 2'b0;
                        next_byte <= cmd_word[7:0];
                        next_byte_cmd <= cmd_word[25:24];
                        err_det_byte <= 8'd0;
                      end
                  end
            start_bit:
                if (ack & !ack_sync)
                  begin
                    if (is_last_byte == 1'b1)
                      begin
                        state <= error_detect;
                        is_last_byte <= 1'b0;
                        next_bit <= err_det_byte[7];
                        shift_out <= err_det_byte[6:0];
                      end
                    else
                      begin
                        state <= frame_byte;
                        next_bit <= next_byte[7];
                        shift_out <= next_byte[6:0];
                        err_det_byte <= err_det_byte ^ next_byte[7:0];
                      end
                    if (next_byte_cmd == last_byte)
                      begin
                        is_last_byte <= 1'b1;
                      end
                    bit_count <= 8'b0;
                    subword_idx <= subword_idx + 1'b1;
                 end
            frame_byte:
                if (bit_count == 8'd8)
                  begin
                    state <= start_bit;
                    next_bit <= 1'b0;
                    case (subword_idx)
                      2'd0:
                        begin
                          next_byte <= cmd_word[7:0];
                          next_byte_cmd <= cmd_word[25:24];
                        end
                      2'd1:
                        begin
                          next_byte <= cmd_word[15:8];
                          next_byte_cmd <= cmd_word[27:26];
                        end
                      2'd2:
                        begin
                          next_byte <= cmd_word[23:16];
                          next_byte_cmd <= cmd_word[29:28];
                        end
                      default:
                        begin
                          next_byte <= 8'd0;
                          next_byte_cmd <= 2'd0;
                        end
                    endcase
                    back_to_start <= cmd_word[31];
                  end
            error_detect:
                if (bit_count == 8'd8)
                  begin
                    state <= end_bit;
                    next_bit <= 1'b1;
                    bit_count <= 8'd0;
                    if (back_to_start)
                      cmd_index <= 10'b0;
                    else
                      cmd_index <= cmd_index + 1'b1;
                  end
            end_bit:
                if (ack & !ack_sync)
                  begin
                    state <= preamble;
                    bit_count <= 8'd0;
                  end
            default:
              state <= idle;
          endcase
        end
    end
  bit_encoder bit_encoder(.clk(clk),
                          .reset_n(reset_n),
                          .next_bit_in(next_bit),
                          .ack(ack),
                          .encoded_out(track_out));
endmodule
```
==> impl_metrics.sql <==
-- physical implementation figures
INSERT INTO impl_metrics (metric_group, metric, value, unit) VALUES
('setup_path', 'crit_path_end_kind', 'flip-flop', ''),
('worst_hold_path', 'worst_min_delay_path_class', 'reg -> reg', ''),
('clock_network', 'cts_buffers', '3', ''),
('route', 'initialDrtViolationCount', '6', ''),
('final_timing', 'timing.fmax', '1290', 'MHz'),
('yosys', 'synth-seq-area-share', '51.8', '%'),
('floorplanning', 'coreArea', '3420', 'um2'),
('final_timing', 'untimed_endpoints', '6', ''),
('setup_path', 'worstReg2RegStart', 'bit_encoder.prescaler[0]$_DFF_P_', ''),
('final_timing', 'grt_setup_unrepaired', 'no', ''),
('power_and_ir_drop', 'seq_power_share', '35.1', '%'),
('power_and_ir_drop', 'power_density', '927', 'nW/um2'),
('layout', 'final_util', '10.9', '%'),
('flow_run', 'tool_warnings', '57', ''),
('floorplanning', 'design.die.area', '6400', 'um2'),
('final_timing', 'final-max-slew-violation-count', '0', ''),
('place', 'portBuffers', '2', ''),
('yosys', 'ys_cells', '29', ''),
('floorplanning', 'die-width', '80', 'um'),
('clock_network', 'cts.repair.resized', '0', ''),
('route', 'residual_drc_count', '0', ''),
('yosys', 'synth-seq-cells', '8', ''),
('floorplanning', 'placementRows', '21', ''),
('floorplanning', 'floorplan.initialDensity', '9.05', '%'),
('final_timing', 'hold-worst-slack', '0.378', 'ns'),
('floorplanning', 'io_pins', '45', ''),
('route', 'avgViaCountPerCell', '1.89', ''),
('route', 'dr.pass1.iters', '2', ''),
('global_routing', 'grt_start_max_net_pins', '7', ''),
('power_and_ir_drop', 'p_switching', '0.0000683', 'W'),
('yosys', 'synth_cells', '29', ''),
('global_routing', 'grt_pass1_vias', '184', ''),
('power_and_ir_drop', 'power_frac_clock', '61.5', '%'),
('yosys', 'synth-area-yosys', '309', 'um2'),
('global_routing', 'antenna_found_initial', '0', ''),
('setup_path', 'critPathKind', 'reg -> reg', ''),
('final_timing', 'setup-tns-final', '0', 'ns'),
('final_timing', 'finalWorstPathRequiredPeriod', '0.776', 'ns'),
('run_status', 'status', 'finished clean', ''),
('layout', 'area.growth.synth_to_final', '20.2', '%'),
('final_timing', 'timing_hold_violations_final', '0', ''),
('place', 'dp_hpwl', '395', 'um'),
('clock_network', 'cts_hold_buf', '0', ''),
('clock_network', 'cts_htree_levels', '1', ''),
('global_routing', 'grt_pass1_wl', '752', 'um'),
('setup_path', 'critical_path.startpoint_type', 'flip-flop', ''),
('clock_network', 'cts-root-buf', 'sky130_fd_sc_hd__clkbuf_4', ''),
('yosys', 'netlist-cell-type-count', '11', ''),
('route', 'diodes', '0', ''),
('yosys', 'mappedNetlistArea', '309', 'um2'),
('worst_hold_path', 'holdCritStartpoint', 'bit_encoder.prescaler[0]$_DFF_P_', ''),
('layout', 'drive_gt1_share', '14.7', '%'),
('power_and_ir_drop', 'power.static_leakage', '0.166', 'nW'),
('route', 'routedWlPerCell', '5.98', 'um'),
('place', 'place.gp.congestion', '0.518', ''),
('route', 'route.final.wire_length', '478', 'um'),
('flow_run', 'drv.max_cap_violation_count', '0', ''),
('route', 'ant_nets', '0', ''),
('power_and_ir_drop', 'p_sw_share', '19.8', '%'),
('yosys', 'synth_warn', '69', ''),
('global_routing', 'grt_overflow_total', '0', ''),
('global_routing', 'grt_util_all_layers', '1.56', '%'),
('clock_network', 'path_clk_slew', '0.04', 'ns'),
('setup_path', 'required', '1.11', 'ns'),
('route', 'vias', '151', ''),
('yosys', 'synth_area_per_cell', '10.7', 'um2'),
('setup_path', 'cp_max_fo', '2', ''),
('final_timing', 'final.period_utilization', '77.6', '%'),
('power_and_ir_drop', 'internal', '0.000276', 'W'),
('clock_network', 'tritoncts', 'built', ''),
('final_timing', 'timing.clock.skew', '0.000584', 'ns'),
('setup_path', 'worst_ep_arrival_time', '0.89', 'ns'),
('floorplanning', 'floorplan.die.height', '80', 'um'),
('setup_path', 'crit_path_start', 'bit_encoder.prescaler[0]$_DFF_P_', ''),
('power_and_ir_drop', 'comb_power_share', '3.4', '%'),
('clock_network', 'clock_insertion_delay_worst_skew', '0.23', 'ns'),
('final_timing', 'setup_viol', '0', ''),
('clock_network', 'post-cts-setup-buffers', '0', ''),
('final_timing', 'register_pins_left_without_a_clock', '5', ''),
('clock_network', 'cts-root-to-sink-buffers', '2', ''),
('power_and_ir_drop', 'peakVddDrop', '0.000577', 'V');
==> through the flow <==
step	power, W	instances	area, um2	setup slack (ns)
CTS	0.000361	80	372	0.219
floorplan	0.000154	38	343	0.249
global placement	0.000136	76	345	0.236
global route	0.000382	80	372	0.194
finish	0.000345	80	372	0.224
detailed placement	0.000136	76	345	0.226
==> cells by family after synthesis <==
group | after synthesis | share of synthesized area, %
AOI/OAI and AO/OA | 2 | 4.86
adders and majority gates | 1 | 4.05
buffers and inverters | 12 | 26.7
DFF | 8 | 51.8
xor gates and xnor gates | 1 | 2.83
and+or+nand+nor | 4 | 8.50
other | 1 | 1.21
==> area by class of cell <==
class	instances	area, um2
fillers	404	3040
flip-flops and latches	8	160
multi-input cells	18	100
well taps	46	57.6
clock buffers	4	26.3
repair buffers	2	20.0
inverters	2	7.51
==> layer usage <==
layer / global-route usage, % / vias to the layer above / part of all wire [%] / wire, um
met5: 0 / - / 0 / 0
met4: 0.352 / 0 / 0 / 0
met3: 1.70 / 0 / 13 / 60
met2: 1.93 / 10 / 43 / 204
met1: 1.74 / 62 / 45 / 213
li1: - / 79 / - / -
==> worst max-delay path, cell delays in order (launching register included) <==
cell                      delay [ns]
sky130_fd_sc_hd__dfxtp_1        0.30
sky130_fd_sc_hd__ha_1           0.20
sky130_fd_sc_hd__xor2_1         0.15
==> cells in the mapped netlist <==
master,instances,area (um2)
sky130_fd_sc_hd__ha_1,1,12.5
sky130_fd_sc_hd__xor2_1,1,8.76
sky130_fd_sc_hd__nand2_1,1,3.75
sky130_fd_sc_hd__buf_4,10,75.1
sky130_fd_sc_hd__o211ai_1,1,7.51
sky130_fd_sc_hd__or2b_1,1,7.51
sky130_fd_sc_hd__conb_1,1,3.75
sky130_fd_sc_hd__o31ai_1,1,7.51
sky130_fd_sc_hd__and2_2,2,15.0
sky130_fd_sc_hd__inv_1,2,7.51
sky130_fd_sc_hd__dfxtp_1,8,160
==> cell usage in the layout, fill, tap and decap left out, drive strengths merged <==
cell type      count
clkdlybuf4s50      2
ha                 1
dfxtp              8
xor2               1
nand2              1
inv                2
o211ai             1
conb              10
or2b               1
clkbuf             4
o31ai              1
and2               2
==> power by group through the flow <==
stage	combinational [W]	sequential, W	clock, W
finish	0.0000117	0.000121	0.000212
global route	0.0000150	0.000121	0.000247
CTS	0.0000131	0.000121	0.000227
==> registers in the layout, summed over array words and instances, names as in the netlist <==
register                 flops
bit_encoder.encoded_out      1
bit_encoder.prescaler        3
bit_encoder.state            4
==> path summary, 6_finish.rpt <==
path	end	slack, ns	depth (start not counted)
worst max-delay path	bit_encoder.prescaler[2]$_DFF_P_	0.22	2
worst min-delay path	bit_encoder.prescaler[0]$_DFF_P_	0.38	1
worst max register to register	bit_encoder.prescaler[2]$_DFF_P_	0.22	2
worst min register to register	bit_encoder.prescaler[0]$_DFF_P_	0.38	1
No activity file was given, so power comes from the tool's default toggle rates.
